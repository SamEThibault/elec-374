**run.sh**
```bash
#!/bin/bash
# OpenROAD 26Q1-2900-gdf79404cd8, Yosys 0.63+post, stock flow scripts
make -C /OpenROAD-flow-scripts/flow DESIGN_CONFIG=/design/flow/config.mk WORK_HOME=/design/flow/orfs finish
```
**config.mk**
```make
export PLATFORM = sky130hd
export DESIGN_NAME = ram
export DESIGN_NICKNAME = ram
export VERILOG_FILES = /design/flow/design.v
export SDC_FILE = /design/flow/constraint.sdc
export NUM_CORES = 4
export LEC_CHECK = 1
export CORE_UTILIZATION = 40
export SYNTH_MEMORY_MAX_BITS = 65536
```
**constraint.sdc**
```tcl
current_design ram

set clk_period 144.9
set clk_io_pct 0.2

create_clock -name clk0 -period $clk_period [get_ports {clk}]

set non_clock_inputs [all_inputs -no_clocks]
set_input_delay [expr $clk_period * $clk_io_pct] -clock clk0 $non_clock_inputs
set_output_delay [expr $clk_period * $clk_io_pct] -clock clk0 [all_outputs]
```
**design.v**
```verilog
module ram #(parameter init_RAM_data_out = 0)(
    output reg [31:0] RAM_data_out,
    input [31:0] RAM_data_in,
    input [8:0] address,
    input wire clk,
    input write_enable, 
          read_enable
);
reg [31:0] mem [511:0];  
initial begin
    mem[0] = 32'h08800002;  
    mem[1] = 32'h08080000;  
    mem[2] = 32'h01000068;  
    mem[3] = 32'h0917FFFC;  
    mem[4] = 32'h00900001;  
    mem[5] = 32'h09800069;  
    mem[6] = 32'h99980004;  
    mem[7] = 32'h09980002;  
    mem[8] = 32'h039FFFFD;  
    mem[9] = 32'hD0000000;  
    mem[10] = 32'h9B900002;  
    mem[11] = 32'h09000005;  
    mem[12] = 32'h09880002;  
    mem[13] = 32'h19918000;  
    mem[14] = 32'h63B80002;  
    mem[15] = 32'h8BB80000;  
    mem[16] = 32'h93B80000;  
    mem[17] = 32'h6BB8000F;  
    mem[18] = 32'h50880000;  
    mem[19] = 32'h7388001C;  
    mem[20] = 32'h43B80000;  
    mem[21] = 32'h39180000;  
    mem[22] = 32'h11000052;  
    mem[23] = 32'h59100000;  
    mem[24] = 32'h31180000;  
    mem[25] = 32'h28908000;  
    mem[26] = 32'h11880060;  
    mem[27] = 32'h21918000;  
    mem[28] = 32'h48900000;  
    mem[29] = 32'h0A000006;  
    mem[30] = 32'h0A800032;  
    mem[31] = 32'h7AA00000;  
    mem[32] = 32'hC3800000;  
    mem[33] = 32'hCB000000;  
    mem[34] = 32'h82A00000;  
    mem[35] = 32'h0C27FFFF;  
    mem[36] = 32'h0CAFFFED;  
    mem[37] = 32'h0D300000;  
    mem[38] = 32'h0DB80000;  
    mem[39] = 32'hAD000000;  
    mem[40] = 32'hD8000000;  
    mem[300] = 32'h1EC50000;  
    mem[301] = 32'h264D8000;  
    mem[302] = 32'h26EE0000;  
    mem[303] = 32'hA7800000;  
    mem[104] = 32'h00000055;
    mem[82] = 32'h00000026;
    RAM_data_out = init_RAM_data_out;
end
always @(posedge clk) begin
    if (write_enable == 1) begin
        mem[address] <= RAM_data_in;
    end
    if(read_enable == 1) begin
        RAM_data_out <= mem[address];  
    end
end
endmodule
```
==> flow_summary.toml <==
# flow metrics
[drt]
antenna_left = 0
drcViolationCount = 0
finalWirelength_mm = 2068
via_per_inst = 5.962
drtPass1Iterations = 9
wl_per_cell_um = 38.97
drtIter0Drc = 23120
vias = 316400

[grt]
grt_pass1_wl_mm = 2801
grt_max_degree = 145
grt_pass1_vias = 342800
antenna_found_initial = 216
gr-usage-all-layers = 0.2895
grt-ovfl-total = 0

[yosys]
ff_type = "edfxtp_1"
synth_area_um2 = 627400
top_area_cell = "edfxtp_1"
ys_ff = 16420
top_cells_by_count = "edfxtp_1 (16.42k), mux4_2 (3354), mux2i_1 (1597), buf_2 (745), a22oi_1 (617)"
yosys_warnings = 1
yosysChipArea_um2 = 627400
area_leaders = "edfxtp_1 (79%), mux4_2 (12%), mux2i_1 (2.5%)"
most_common_cell = "edfxtp_1"
edf_count = 16420
yosysUniqueCellTypes = 79
ys_cells = 28570
syn_inst = 28570
yosys.area.top_type_share = 0.7856
async_flop_share = 0
ys_seq_frac = 0.7856
syn_avg_cell_area_um2 = 21.96

[final_timing]
hold_violations = 0
rsz0062_at_grt = "false"
worstMarginPinSlew_ps = 1697
relSlewSlack = -0.1348
skew_ps = 208.9
fin_crit_ps = 37150
period_used_share = 0.2564
slew_viol_final = 16
tns_ps = 0
max_freq_mhz = 26.92
setup_viol_count_final = 0

[power]
p_leak_nw = 224.4
p_switching_w = 0.002115
seq_power_share = 0.532
peakVddDrop_mv = 0.01213
power.share.combinational = 0.050
p_sw_frac = 0.2150
p_clk_frac = 0.418
p_int_w = 0.007721
power_density_nw_per_um2 = 13.67

[cts]
cts_root_buf = "clkbuf_16"
cts_post_setup_buffers_inserted = 0
cts_inserted_buffers = 1694
cts_resized = 0
ctsHtreeMaxLevel = 7
cts.clk_slew.worst_paths_ps = 60
cts.sinks = 16420
tritoncts = "yes"
cts_buffer_depth = 6
cts-hold-fix-buffers = 0
clock_latency_ps = 1340

[floorplanning]
ioPinCount = 76
chipArea_um2 = 1574000
coreArea_um2 = 1563000
fp-utilization = 0.4015
die_w_mm = 1.254
die_h_mm = 1.254
num_rows = 459

[critical_path]
reg2regPathDepth = 7
critPathRequiredTime_ps = 146010
rrSetupSlack_ps = 139300
r2r-start = "mem[319][31]"
critPathMaxFanout = 62
critPathKind = "in -> reg"
startpoint = "address[1]"
arrival_ps = 38250
end_kind = "flop"
start_kind = "input pin"

[cells_and_area]
layout-drive-gt1-share = 0.2729
syn_to_final_growth_pct = 14.70
stdcell_area_um2 = 719700
n_fill_cell = 125100

[status]
status = "finished, violations left"
violations = "max-capacitance violations, max-slew violations"

[worst_hold_path]
min_path_type = "reg -> reg"
hp-start = "mem[100][18]"
whs_path_depth = 5

[placement]
placed_area_um2 = 667200
gp_congestion = 0.9558
numPortBuffers = 75
dpl.hpwl_mm = 1276

[job]
drv_cap = 4
log.warning_count = 52
-- kinds of logic after synthesis --
| kind of cell | after synthesis | share of synthesized area |
|---|---|---|
| AND/OR/NAND/NOR | 2278 | 0.01774 |
| flip-flops | 16420 | 0.7856 |
| buffers and inverters | 1763 | 0.01392 |
| multiplexers | 5235 | 0.1510 |
| AND-OR/OR-AND | 2880 | 0.03173 |
-- layout by cell type, fill, tap and decap left out, types with 209 or more instances in the layout --
| master | count |
|---|---|
| a21oi_1 | 443 |
| a22o_1 | 243 |
| a22oi_1 | 616 |
| buf_4 | 1962 |
| clkbuf_1 | 343 |
| clkbuf_16 | 1713 |
| clkinv_1 | 436 |
| clkinv_2 | 312 |
| diode_2 | 385 |
| edfxtp_1 | 16420 |
| mux2_2 | 284 |
| mux2i_1 | 1593 |
| mux4_2 | 3354 |
| nand2_1 | 532 |
| nand3_1 | 209 |
| nand4_1 | 452 |
| nor2_4 | 520 |
| o21ai_0 | 349 |
| o22ai_1 | 424 |
-- path summary, 6_finish.rpt --
kind                           end
setup / recovery  RAM_data_out[11]
hold / removal    RAM_data_out[18]
setup reg to reg  RAM_data_out[31]
hold reg to reg   RAM_data_out[18]
-- sequential cells by signal (all words and copies together) (netlist names) --
signal,count
mem,16384
RAM_data_out,32
-- layout make-up --
cell class,count,area (um^2),area share
Inverter,33,143.9,0.0001999
Sequential cell,16420,493000,0.6850
Timing Repair Buffer,2104,16860,0.02343
Clock buffer,2056,44150,0.06135
Antenna cell,385,963.4,0.001339
Tap cell,20750,25960,0.03607
Clock inverter,939,7297,0.01014
Multi-Input combinational cell,10390,131400,0.1825
-- per-layer routing --
| metal | wire [um] | global-route usage |
|---|---|---|
| met5 | 14290 | 0.08369 |
| met4 | 138400 | 0.1465 |
| met3 | 480900 | 0.2967 |
| met2 | 905900 | 0.3890 |
| met1 | 528500 | 0.2664 |
-- worst max-delay path: stages --
cell	delay [ps]
buf_16	350
buf_4	520
buf_4	560
buf_4	650
buf_4	570
buf_4	690
buf_4	710
buf_4	650
buf_4	570
buf_4	650
mux4_2	400
a22o_1	260
a221oi_1	1020
buf_4	250
a31oi_1	430
nor4_1	400
buf_4	190
nand4b_1	90
-- power groups by stage --
| stage | combinational (W) | clock [W] | sequential [W] |
|---|---|---|---|
| after CTS | 0.000485 | 0.00415 | 0.00524 |
| after global routing | 0.000512 | 0.00433 | 0.00524 |
| final | 0.000492 | 0.00411 | 0.00524 |
-- per-stage QoR --
stage | hold WS (ps) | std cells | setup WS [ps] | util | total power, W
CTS | 1064 | 52680 | 107890 | 0.4599 | 0.009869
detailed placement | 1032 | 49690 | 106430 | 0.4270 | 0.005821
global placement | 1019 | 49660 | 106130 | 0.4266 | 0.005812
finish | 1064 | 53070 | 107750 | 0.4605 | 0.009837
global route | 1134 | 52950 | 107300 | 0.4604 | 0.01007
floorplan | 689.9 | 28570 | 112100 | - | 0.005551
Power and IR drop assume default switching activity.
