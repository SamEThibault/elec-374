[design/flow/config.mk]
export PLATFORM = sky130hd
export DESIGN_NAME = select_and_encode
export DESIGN_NICKNAME = select_and_encode
export VERILOG_FILES = /design/flow/design.v
export SDC_FILE = /design/flow/constraint.sdc
export NUM_CORES = 4
export LEC_CHECK = 1
export CORE_AREA = 10 10 70 70
export DIE_AREA = 0 0 80 80
[design/flow/constraint.sdc]
current_design select_and_encode

set clk_period 4.7
set clk_io_pct 0.2

create_clock -name clk0 -period $clk_period

set non_clock_inputs [all_inputs -no_clocks]
set_input_delay [expr $clk_period * $clk_io_pct] -clock clk0 $non_clock_inputs
set_output_delay [expr $clk_period * $clk_io_pct] -clock clk0 [all_outputs]
[design/flow/design.v]
module select_and_encode #(parameter init_val = 0 )(output reg [31:0] C_sign_extended_out, output reg [15:0] R_enables, output reg [15:0] R_outs, input wire Gra, Grb, Grc, R_in, R_out, BA_out, input [31:0] IR);
reg [3:0] decoder_input = 4'b0000;
reg [15:0] decoder_output;
initial
begin
    R_enables = 16'h0000;
    R_outs =    16'h0000;
end
reg BA_out_or_R_out;
reg [3:0] RA_GRA, RB_GRB, RC_GRC;
    always@(*)
    begin
    BA_out_or_R_out = (R_out | BA_out);  
    end
    always@(*)
    begin
        RA_GRA = (IR[26:23] & (Gra? 4'b1111: 4'b0000));
        RB_GRB = (IR[22:19] & (Grb? 4'b1111: 4'b0000));
        RC_GRC = (IR[18:15] & (Grc? 4'b1111: 4'b0000));
        decoder_input = (RA_GRA | RB_GRB | RC_GRC );
    end
    always@(*) 
    begin
		case(decoder_input)
            4'b0000 : decoder_output <= 16'b0000000000000001; 
            4'b0001 : decoder_output <= 16'b0000000000000010;
            4'b0010 : decoder_output <= 16'b0000000000000100; 
            4'b0011 : decoder_output <= 16'b0000000000001000; 
            4'b0100 : decoder_output <= 16'b0000000000010000; 
            4'b0101 : decoder_output <= 16'b0000000000100000; 
            4'b0110 : decoder_output <= 16'b0000000001000000;  
            4'b0111 : decoder_output <= 16'b0000000010000000;  
            4'b1000 : decoder_output <= 16'b0000000100000000;  
            4'b1001 : decoder_output <= 16'b0000001000000000;  
            4'b1010 : decoder_output <= 16'b0000010000000000;  
            4'b1011 : decoder_output <= 16'b0000100000000000;  
            4'b1100 : decoder_output <= 16'b0001000000000000;  
            4'b1101 : decoder_output <= 16'b0010000000000000;  
            4'b1110 : decoder_output <= 16'b0100000000000000;  
            4'b1111 : decoder_output <= 16'b1000000000000000;  
            default: decoder_output  <= 16'b0000000000000000;
        endcase
    end
    always@(*)
    begin
        case(decoder_output)  
        16'b0000000000000001: R_enables <= 16'b0000000000000001 & (R_in ? 16'hFFFF: 16'h0000);  
        16'b0000000000000010: R_enables <= 16'b0000000000000010 & (R_in ? 16'hFFFF: 16'h0000);  
        16'b0000000000000100: R_enables <= 16'b0000000000000100 & (R_in ? 16'hFFFF: 16'h0000);  
        16'b0000000000001000: R_enables <= 16'b0000000000001000 & (R_in ? 16'hFFFF: 16'h0000);  
        16'b0000000000010000: R_enables <= 16'b0000000000010000 & (R_in ? 16'hFFFF: 16'h0000);  
        16'b0000000000100000: R_enables <= 16'b0000000000100000 & (R_in ? 16'hFFFF: 16'h0000);  
        16'b0000000001000000: R_enables <= 16'b0000000001000000 & (R_in ? 16'hFFFF: 16'h0000);  
        16'b0000000010000000: R_enables <= 16'b0000000010000000 & (R_in ? 16'hFFFF: 16'h0000);  
        16'b0000000100000000: R_enables <= 16'b0000000100000000 & (R_in ? 16'hFFFF: 16'h0000);  
        16'b0000001000000000: R_enables <= 16'b0000001000000000 & (R_in ? 16'hFFFF: 16'h0000);  
        16'b0000010000000000: R_enables <= 16'b0000010000000000 & (R_in ? 16'hFFFF: 16'h0000);  
        16'b0000100000000000: R_enables <= 16'b0000100000000000 & (R_in ? 16'hFFFF: 16'h0000);  
        16'b0001000000000000: R_enables <= 16'b0001000000000000 & (R_in ? 16'hFFFF: 16'h0000);  
        16'b0010000000000000: R_enables <= 16'b0010000000000000 & (R_in ? 16'hFFFF: 16'h0000);  
        16'b0100000000000000: R_enables <= 16'b0100000000000000 & (R_in ? 16'hFFFF: 16'h0000);  
        16'b1000000000000000: R_enables <= 16'b1000000000000000 & (R_in ? 16'hFFFF: 16'h0000);  
        default:             R_enables <=  16'b0000000000000000;
        endcase 
    end
    always@(*)
    begin
        case(decoder_output)  
        16'b0000000000000001: R_outs <= 16'b0000000000000001 & (BA_out_or_R_out? 16'hFFFF: 16'h0000);
        16'b0000000000000010: R_outs <= 16'b0000000000000010 & (BA_out_or_R_out? 16'hFFFF: 16'h0000);
        16'b0000000000000100: R_outs <= 16'b0000000000000100 & (BA_out_or_R_out? 16'hFFFF: 16'h0000);
        16'b0000000000001000: R_outs <= 16'b0000000000001000 & (BA_out_or_R_out? 16'hFFFF: 16'h0000); 
        16'b0000000000010000: R_outs <= 16'b0000000000010000 & (BA_out_or_R_out? 16'hFFFF: 16'h0000); 
        16'b0000000000100000: R_outs <= 16'b0000000000100000 & (BA_out_or_R_out? 16'hFFFF: 16'h0000); 
        16'b0000000001000000: R_outs <= 16'b0000000001000000 & (BA_out_or_R_out? 16'hFFFF: 16'h0000);  
        16'b0000000010000000: R_outs <= 16'b0000000010000000 & (BA_out_or_R_out? 16'hFFFF: 16'h0000);  
        16'b0000000100000000: R_outs <= 16'b0000000100000000 & (BA_out_or_R_out? 16'hFFFF: 16'h0000);  
        16'b0000001000000000: R_outs <= 16'b0000001000000000 & (BA_out_or_R_out? 16'hFFFF: 16'h0000);  
        16'b0000010000000000: R_outs <= 16'b0000010000000000 & (BA_out_or_R_out? 16'hFFFF: 16'h0000);  
        16'b0000100000000000: R_outs <= 16'b0000100000000000 & (BA_out_or_R_out? 16'hFFFF: 16'h0000);  
        16'b0001000000000000: R_outs <= 16'b0001000000000000 & (BA_out_or_R_out? 16'hFFFF: 16'h0000);  
        16'b0010000000000000: R_outs <= 16'b0010000000000000 & (BA_out_or_R_out? 16'hFFFF: 16'h0000);  
        16'b0100000000000000: R_outs <= 16'b0100000000000000 & (BA_out_or_R_out? 16'hFFFF: 16'h0000);  
        16'b1000000000000000: R_outs <= 16'b1000000000000000 & (BA_out_or_R_out? 16'hFFFF: 16'h0000);  
        default:              R_outs <= 16'b0000000000000000;
        endcase 
    end
    always@(IR)
    begin
        C_sign_extended_out = $signed(IR[18:0]);
    end
endmodule
[design/flow/run.sh]
#!/bin/bash
# OpenROAD 26Q1-2900-gdf79404cd8, Yosys 0.63+post, stock flow scripts
make -C /OpenROAD-flow-scripts/flow DESIGN_CONFIG=/design/flow/config.mk WORK_HOME=/design/flow/orfs finish
==> flow_results.org <==
#+TITLE: Physical design notes

** Pwr
- For this design the total switching power over the nets is roughly 27 uW.
- The script computed the net switching share of total power as 36.1%.
- Power density normalized to cell area :: approximately 76 nW/um^2
- In the power breakdown, the internal column shows ~48 uW.
- Combinational logic burns roughly 100% of the power.
- In this run the static leakage power is between 0.3 and 0.4 nW.
- VDD sags by at most 0.0000200 V.
- Part of the total power dissipated in sequential elements :: 0%
- Part of the total power dissipated in the clock network :: 0%

** Logic synthesis
- Looking at area per cell type in the netlist, the leader is buf_4.
- Post-synth cell types :: 12
- The synth_stat.txt file lists the number of cells as between 80 and 90.
- Top cell type's share of synthesized area :: approximately half
- Averaged over all synthesized cells, the footprint is 6.02 sq um.
- Post-synth design cell area :: between 400 and 500 sq um
- Share of synthesized area occupied by flip-flops and latches :: 0%
- Synthesis area per yosys :: between 400 and 500 sq um
- Post-Synthesis Cells :: around 81
- Largest cells by area after synthesis :: buf_4 (49%), nor2_1 (25%), a222oi_1 (8.2%)
- Ys Warns :: 1

** Job
- Across all stage logs, warnings added up to 37.
- Max-capacitance violation count :: 0

** Global routing
- In the global route stage, overall resource usage came out at 6.79%.
- Entering global routing, the biggest net connects 16 pins.
- Total gr overflow :: 0
- Initial antenna violation count :: 0
- Number of global-route vias before repair :: ~670
- The first global-routing pass estimated 3550 um of wire.

** Routing
- Per the detail_route report, vias per standard cell equal between 3 and 4.
- Total wire length after detailed routing :: approximately 2500 um
- Antenna violation net count after detailed routing :: 0
- DR WL/cell :: ~15 um
- The number of antenna diodes in the final layout is 0.
- DR vias :: 615
- First-iteration detailed-routing DRC count :: between 50 and 60
- DRC violations left :: 0
- Before antenna repair, the detailed router went through 4 iterations.

** STA
- The final timing report counts setup violations totalling 0.
- Period Utilization, post-route :: between 80% and 90%
- Unrepaired setup endpoints after global routing :: false
- For reference, the final report shows the max-slew violation count at 0.
- Number of failing hold endpoints at the final stage :: 0
- Period minus WS final :: about 4 ns
- The transition time recorded at the tightest slew-check pin is around 0.67 ns.
- Setup total negative slack on the finished layout was measured at 0 ns.
- For this run, the top clock speed supported by timing is 0.243 GHz.
- In this run the tightest slew margin relative to its limit is around 55%.

** Hold path
- Along the worst hold path, the cell count comes to 0.
- Checking hold timing, the worst path is listed with class in -> out.

** Die
- According to the floorplan report, the total die area is ~6400 sq um.
- According to the I/O placement log, the pin count is 102.
- In this run the core area contains 21 standard-cell rows.
- Floorplan-stage core utilization :: about 14%
- In this run the horizontal extent of the chip is roughly 80 um.
- The region available for standard cell placement spans 3420 sq um.
- The die is roughly 80 um tall.

** Status
- Outcome :: completed

** Clock tree
- In this run, post-CTS hold repair placed 0 buffers.
- Number of buffers inserted to repair setup after CTS :: 0
- Once the clock tree was built, the resizer swapped 0 gates to a different size.

** Finish
- After routing the design area is around 990 sq um.
- Layout cell share with drive strength beyond 1 :: between 3 and 4%
- Tally of filler cells in the layout :: about 370
- Flops :: 0
- In the final layout, the multi-input gates occupy approximately 240 sq um.
- Between the synthesized netlist and the finished layout, the area growth was recorded as 104%.
- Count of clock-net buffers in the final layout :: 0
- In the final layout, flip-flops and latches occupy 0 sq um.

** Place
- DP Wirelength :: approximately 2100 um
- The buffer_ports step reported a buffer count of between 60 and 70.
- At the end of routability-driven placement, the weighted congestion stood at about 0.67.
- Placed Area :: 995 sq um

** Setup path
- Highest-delay cell along the critical path :: clkdlybuf4s50_1
- Worst-path cell chain :: clkdlybuf4s50_1 > a222oi_1 > buf_4 > or3b_1 > nor2_1 > clkdlybuf4s50_1
- Delay of the slowest cell on the worst path :: a little over 0.6 ns
- Required time at the endpoint of the critical path :: roughly 3.8 ns
- STA puts the critical path data arrival time at about 3.2 ns.
- Per STA, the library cell used most along the worst path is clkdlybuf4s50_1.
- Critical path startpoint category :: input port
- Per the timing report, the biggest fanout along the worst path comes to 15.
- The worst setup path is captured at an output pin.
- Looking at the setup timing report, the critical path kind is in -> out.
through the flow:
step | worst slack, ns | std cells | hold WS, ns | util [%] | power, mW
finish | 0.579 | 164 | 1.88 | 29.1 | 0.0756
CTS | 0.535 | 164 | 1.88 | 29.1 | 0.0777
global route | 0.355 | 164 | 1.88 | 29.1 | 0.0823
detailed placement | 0.533 | 164 | 1.88 | 29.1 | 0.0773
floorplan | 1.71 | 81 | 1.95 | - | 0.0352
global placement | 0.599 | 164 | 1.88 | 29.1 | 0.0765
worst max-delay path, delay by kind of cell:
family          cells  cell delay (ns)
buf+inv             3             1.32
compound gates      1             0.39
simple gates        2             0.52
cells in the mapped netlist:
| master | number |
|---|---|
| a222oi_1 | 4 |
| nand3b_1 | 3 |
| o21bai_1 | 1 |
| nand3_1 | 1 |
| or3b_1 | 3 |
| o21ai_1 | 1 |
| clkbuf_1 | 1 |
| nand2_1 | 1 |
| buf_4 | 32 |
| or3_2 | 1 |
| nor2_1 | 32 |
| nand2b_1 | 1 |
cell type report:
cell class                      count  share of cell area (%)
Multi-Input combinational cell     48                    24.5
Tap cell                           46                    5.79
Timing Repair Buffer               70                    69.7
power by group through the flow:
stage,clock network [mW],logic [mW],registers (mW)
after CTS,0,0.0777,0
after global routing,0,0.0823,0
final,0,0.0756,0
cell usage in the layout (no fill, tap or decap):
cell / instances
a222oi_1: 4
buf_4: 3
clkdlybuf4s50_1: 67
nand2_1: 1
nand2b_1: 1
nand3_1: 1
nand3b_1: 3
nor2_1: 32
o21ai_1: 1
o21bai_1: 1
or3_2: 1
or3b_1: 3
final timing paths:
path | from | end | slack [ns]
worst max-delay path | IR[18] | R_enables[6] | 0.58
worst min-delay path | IR[0] | C_sign_extended_out[0] | 1.88
metal layers:
layer | vias to the layer above | part of all wire, % | GRT usage, %
met5 | - | 0 | 0
met4 | 0 | 0.20 | 0.352
met3 | 2 | 10 | 2.84
met2 | 33 | 52 | 12.3
met1 | 265 | 38 | 7.51
li1 | 315 | - | -
cell families after synthesis:
family                 count (synthesis)  synth area share [%]
buffers and inverters                 33                  50.0
AND-OR/OR-AND                          6                  10.8
AND/OR/NAND/NOR                       42                  39.2
Power and IR drop assume default switching activity.
